[flow/run.sh]
#!/bin/bash
# OpenROAD 26Q1-2900-gdf79404cd8, Yosys 0.63+post, stock flow scripts
make -C /OpenROAD-flow-scripts/flow DESIGN_CONFIG=/design/flow/config.mk WORK_HOME=/design/flow/orfs finish
[flow/config.mk]
export PLATFORM = sky130hd
export DESIGN_NAME = top_module
export DESIGN_NICKNAME = top_module
export VERILOG_FILES = /design/flow/design.v
export SDC_FILE = /design/flow/constraint.sdc
export NUM_CORES = 4
export LEC_CHECK = 1
export CORE_UTILIZATION = 50
export SYNTH_HDL_FRONTEND = slang
[flow/constraint.sdc]
current_design top_module

set clk_period 18.1
set clk_io_pct 0.2

create_clock -name clk0 -period $clk_period [get_ports {clk}]

set non_clock_inputs [all_inputs -no_clocks]
set_input_delay [expr $clk_period * $clk_io_pct] -clock clk0 $non_clock_inputs
set_output_delay [expr $clk_period * $clk_io_pct] -clock clk0 [all_outputs]
[flow/design.v]
module ALU (zero,ALUout,a,b,ALUControl);
	output reg zero;
	output reg signed [31:0] ALUout;
	input [2:0] ALUControl;
	input [31:0] a,b;
	always @(*) 
	begin
		case (ALUControl)
		3'b010 : ALUout = a & b;    
		3'b011 : ALUout = a | b;    
		3'b000 : ALUout = a + b;    
		3'b001 : ALUout = a - b;    
		3'b101 : ALUout = (a<b)? 1:0;    
		default : ALUout = 0;
		endcase
		if (ALUout == 0)
			zero = 1;
		else 
			zero = 0;
	end
endmodule
module mux2 (mux_out,in0,in1,sel);
	output [31:0] mux_out;
	input [31:0] in0,in1;
	input sel;
	assign mux_out = sel ? in1 : in0;
endmodule
module mux3 (mux_out,in0,in1,in2,sel);
	output reg [31:0] mux_out;
	input [31:0] in0,in1,in2;
	input [1:0] sel;
	always@(*)
		case (sel)
		2'b00:	mux_out = in0;
		2'b01:	mux_out = in1;
		2'b10:	mux_out = in2;
		2'b11:	mux_out = 32'd0;
		endcase
endmodule
module full_adder_behave (f_sum,a,b);
	output reg [31:0] f_sum;
	input [31:0] a,b;
	always @ (*)
		f_sum = a + b ;
endmodule
module control_unit (instr,result_sel,mem_write,alu_sel,imm_sel,reg_write,alu_control,jalr_sel,bne_beq_sel,jump,branch);
localparam lw 	  = 7'b0000011;
localparam sw 	  = 7'b0100011;
localparam R_type = 7'b0110011;
localparam I_type = 7'b0010011;
localparam jal    = 7'b1101111;
localparam beq    = 7'b1100011;
localparam jalr   = 7'b1100111;
input [31:0] instr;
output reg_write,alu_sel,mem_write,jalr_sel,branch,jump;
output reg bne_beq_sel;
output reg [2:0] alu_control;
output [1:0] result_sel,imm_sel;
wire [6:0] op_code = instr [6:0];
wire [2:0] func3 = instr [14:12];
wire func7_5 = instr [30];
wire [1:0] alu_operation;
reg [11:0] op;
assign reg_write = op [11];
assign imm_sel = op [10:9];
assign alu_sel = op [8];
assign mem_write = op [7];
assign result_sel = op [6:5];
assign branch = op [4];
assign jump = op [3];
assign alu_operation = op [2:1];
assign jalr_sel = op [0];
always@(op_code)    
begin
	case (op_code)
	lw: op = 	 {1'b1,     2'b00,    1'b1,     1'b0,      2'b01,      1'b0,   1'b0,      2'b00,		1'b0};
	sw: op = 	 {1'b0,     2'b01,    1'b1,     1'b1,      2'b00,      1'b0,   1'b0,      2'b00,	    1'b0};
	beq: op =    {1'b0,     2'b10,    1'b0,     1'b0,      2'b00,      1'b1,   1'b0,      2'b01,		1'b0};
	jal: op = 	 {1'b1,     2'b11,    1'b0,     1'b0,      2'b10,      1'b0,   1'b1,      2'b00,		1'b0};
	I_type: op = {1'b1,     2'b00,    1'b1,     1'b0,      2'b00,      1'b0,   1'b0,      2'b10,		1'b0};
	R_type: op = {1'b1,     2'b00,    1'b0,     1'b0,      2'b00,      1'b0,   1'b0,      2'b10,		1'b0};
	jalr: op =   {1'b1,     2'b00,    1'b1,     1'b0,      2'b10,      1'b0,   1'b1,      2'b00,		1'b1};
	default : op = 0;
	endcase
end
always@(*)    
begin
	if (func3 == 3'b001)
		bne_beq_sel = 1'b0;
	else 
		bne_beq_sel = 1'b1;
	if (alu_operation == 2'b0)
		alu_control = 3'b000;    
	else if (alu_operation == 2'b01)
		alu_control = 3'b001;    
	else      
	begin
		case (func3)
		3'b000: 
			begin 
				if ({op_code[5],func7_5} == 2'b11)
					alu_control = 3'b001;      
				else
					alu_control = 3'b000;      
			end
		3'b010: alu_control = 3'b101;        
		3'b110: alu_control = 3'b011;        
		3'b111: alu_control = 3'b010;        
		default : 	alu_control = 3'b000;
		endcase
	end
end
endmodule
module d_flip_flop #(parameter n = 32)(in,out,clk,reset,en);
input [n-1:0] in;
input clk,reset,en;
output reg [n-1:0] out;
always@(posedge clk)
	if (!en)
	begin
		if (reset)
			out <= 32'd0;
		else
			out <= in;
	end
	else
		out <= out;
endmodule
module datapath (instr,instrD,read_data,clk,reset_F,reset_D,reset_E,reset_M,reset_W,pc_sel,en_F,en_D,reg_write,alu_sel,alu_control,result_sel,imm_sel,pc_out
				,alu_result_out,write_dataM,jalr_sel,bne_beq_sel,jump,branch,mem_write,mem_writeM);
input [31:0] instr;
input [31:0] read_data;
input clk,reset_F,reset_D,reset_E,reset_M,reset_W,pc_sel,en_F,en_D;
input reg_write,alu_sel,jalr_sel,bne_beq_sel,jump,branch,mem_write;
input [2:0] alu_control;
input [1:0] result_sel,imm_sel;
output mem_writeM;
output [31:0] pc_out;
output [31:0] alu_result_out;
output [31:0] write_dataM;
output [31:0] instrD;
wire [31:0] pcF;
wire [31:0] pcD,pc_plus4D,rd1,rd2,immexD;
wire [4:0] rs1D,rs2D,rdD;
assign rs1D = instrD [19:15];
assign rs2D = instrD [24:20];
assign rdD = instrD [11:7];
wire reg_writeE,alu_selE,jalr_selE,bne_beq_selE,mem_writeE,jumpE,branchE;
wire [2:0] alu_controlE;
wire [1:0] result_selE;
wire [31:0] pcE,pc_plus4E,rd1E,rd2E,immexE;
wire [4:0] rs1E,rs2E,rdE;
wire [31:0] write_dataE;
wire reg_writeM;
wire [1:0] result_selM;
wire [31:0] pc_plus4M,alu_resultM;
wire [4:0] rdM;
wire reg_writeW;
wire [1:0] result_selW;
wire [31:0] pc_plus4W,alu_resultW,read_dataW;
wire [4:0] rdW;
wire [1:0] forwardAE,forwardBE;
wire stallF,stallD,flushD,flushE;
wire [31:0] sourceB,sourceA;
wire zero,zero_flag;
wire pc_sel_real;
wire [31:0] pc_next,pc_target,pc_plus4;
wire [31:0] pc_or_reg;     
mux2 pc_mux(.mux_out (pc_next),
			.in0 (pc_plus4),
			.in1 (pc_or_reg),
			.sel (pc_sel_real));
full_adder_behave add_plus_4(.f_sum (pc_plus4),
					         .a (32'd4),
							 .b (pcF));		 
wire [31:0] result;
reg_file reg_file1(.a1 (instrD[19:15]),
				   .a2 (instrD[24:20]),
				   .a3 (rdW),
				   .wd3 (result),
				   .rd1 (rd1),
				   .rd2 (rd2),
				   .clk (clk),
				   .we3 (reg_writeW));
sign_extend extend(.in (instrD[31:7]),
				   .out (immexD),
				   .sel (imm_sel));
mux3 source_forwardingA(.mux_out (sourceA),
						.in0 (rd1E),
						.in1 (result),
						.in2 (alu_resultM),
						.sel (forwardAE));
mux3 source_forwardingB(.mux_out (write_dataE),
						.in0 (rd2E),
						.in1 (result),
						.in2 (alu_resultM),
						.sel (forwardBE));
full_adder_behave add_imm(.f_sum (pc_target),
						  .a (immexE),
					      .b (pcE));						   			   
mux2 reg_out_mux(.mux_out (sourceB),
				 .in0 (write_dataE),
				 .in1 (immexE),
				 .sel (alu_selE));
wire [31:0] alu_res;
ALU alu1(.zero (zero),
		 .ALUout (alu_res),
		 .a (sourceA),
		 .b (sourceB),
		 .ALUControl (alu_controlE));
assign zero_flag = bne_beq_selE ? zero : ~zero;
assign pc_sel_real = pc_sel ? (jumpE | (zero_flag & branchE)) : 1'b0;
mux2 jalr_mux(.mux_out (pc_or_reg),
			  .in0 (pc_target),
			  .in1 (alu_res),
			  .sel (jalr_selE));
mux3 result_mux(.mux_out (result),
				.in0 (alu_resultW),
				.in1 (read_dataW),
				.in2 (pc_plus4W),
				.sel (result_selW));
wire en_F_real = en_F ? stallF : 1'b0;
d_flip_flop #(32) featch(.in(pc_next),
						 .out(pcF),
						 .clk(clk),
						 .reset(reset_F),
						 .en(en_F_real));
wire reset_D_real = reset_D ? 1'b1 : flushD;
wire en_D_real = en_D ? stallD : 1'b0;
wire [95:0] decode_in = {instr,pcF,pc_plus4};
wire [95:0] decode_out;
assign {instrD,pcD,pc_plus4D} = decode_out;
d_flip_flop #(96) decode(.in(decode_in),
						 .out(decode_out),
						 .clk(clk),
						 .reset(reset_D_real),
						 .en(en_D_real));
wire reset_E_real = reset_E ? 1'b1 : flushE;
wire [186:0] excute_in = {reg_write,alu_sel,jalr_sel,bne_beq_sel,alu_control,result_sel,mem_write,rd1,rd2,pcD,rs1D,rs2D,rdD,immexD,pc_plus4D,jump,branch};
wire [186:0] excute_out;
assign {reg_writeE,alu_selE,jalr_selE,bne_beq_selE,alu_controlE,result_selE,mem_writeE,rd1E,rd2E,pcE,rs1E,rs2E,rdE,immexE,pc_plus4E,jumpE,branchE} = excute_out;
d_flip_flop #(187) excute(.in(excute_in),
						  .out(excute_out),
						  .clk(clk),
						  .reset(reset_E_real),
						  .en(1'b0));
wire [104:0] mem_in = {reg_writeE,result_selE,mem_writeE,alu_res,write_dataE,rdE,pc_plus4E};
wire [104:0] mem_out;
assign {reg_writeM,result_selM,mem_writeM,alu_resultM,write_dataM,rdM,pc_plus4M} = mem_out;
d_flip_flop #(105) memory(.in(mem_in),
						  .out(mem_out),
						  .clk(clk),
						  .reset(reset_M),
						  .en(1'b0));
wire [103:0] write_back_in = {reg_writeM,result_selM,alu_resultM,read_data,rdM,pc_plus4M};
wire [103:0] write_back_out;
assign {reg_writeW,result_selW,alu_resultW,read_dataW,rdW,pc_plus4W} = write_back_out;
d_flip_flop #(104) write_back(.in(write_back_in),
							  .out(write_back_out),
							  .clk(clk),
							  .reset(reset_W),
							  .en(1'b0));
hazerd_unit u0(.rs1D(rs1D),
			   .rs2D(rs2D),
			   .rdE(rdE),
			   .rs1E(rs1E),
			   .rs2E(rs2E),
			   .pc_sel(pc_sel_real),
			   .result_selE(result_selE[0]),
			   .rdM(rdM),
			   .reg_writeM(reg_writeM),
			   .rdW(rdW),
			   .reg_writeW(reg_writeW),
			   .forwardAE(forwardAE),
			   .forwardBE(forwardBE),
			   .stallF(stallF),
			   .stallD(stallD),
			   .flushD(flushD),
			   .flushE(flushE));
assign pc_out = pcF;
assign alu_result_out = alu_resultM;
endmodule
module hazerd_unit (rs1D,rs2D,rdE,rs1E,rs2E,pc_sel,result_selE,rdM,reg_writeM,rdW
					,reg_writeW,forwardAE,forwardBE,stallF,stallD,flushD,flushE);
input pc_sel,result_selE,reg_writeM,reg_writeW;
input [4:0] rdE,rdM,rdW,rs1D,rs2D,rs1E,rs2E;
output reg stallF,stallD,flushD,flushE;
output reg [1:0] forwardAE,forwardBE;
always@(*)
begin
	if (((rs1E == rdM) & reg_writeM) & (rs1E != 0)) 
		forwardAE = 2'b10;
	else if (((rs1E == rdW) & reg_writeW) & (rs1E != 0))
		forwardAE = 2'b01;
	else 
		forwardAE = 2'b00;
	if (((rs2E == rdM) & reg_writeM) & (rs2E != 0)) 
		forwardBE = 2'b10;
	else if (((rs2E == rdW) & reg_writeW) & (rs2E != 0))
		forwardBE = 2'b01;
	else 
		forwardBE = 2'b00;
end
wire lwStall;
assign lwStall = result_selE  & ((rs1D == rdE) | (rs2D == rdE));
always@(lwStall or pc_sel)
begin
	stallF = 1'b0;
	stallD = 1'b0;
	flushE = 1'b0;
	flushD = 1'b0;
	if (lwStall == 1'b1)
		begin
			stallF = lwStall;
			stallD = lwStall;
		end	
	if ((lwStall | pc_sel)== 1'b1)
	begin
		flushD = pc_sel;
		flushE = lwStall | pc_sel;
	end
end
endmodule
module reg_file (a1,a2,a3,wd3,rd1,rd2,clk,we3);
input clk,we3;
input [4:0] a1,a2,a3;
input [31:0] wd3;
output [31:0] rd1,rd2;
reg [31:0] mem [31:0];
assign rd1 = mem [a1];
assign rd2 = mem [a2];
assign 	mem[0] = 32'd0;
always@(negedge clk)
	if (we3)
		mem [a3] <= wd3;
	else
		mem [a3] <= mem [a3];
endmodule
module sign_extend (in,out,sel);
input [31:7] in;
input [1:0] sel;
output reg [31:0] out;
always@(*)
	if (sel == 2'b00)    
		out = {{20{in[31]}}, in[31:20]};
	else if (sel == 2'b01)   
		out = {{20{in[31]}}, in[31:25], in[11:7]};
	else if (sel == 2'b10)		 
		out = {{20{in[31]}}, in[7], in[30:25], in[11:8], 1'b0};
	else       
		out = {{12{in[31]}}, in[19:12], in[20], in[30:21], 1'b0};
endmodule
module top_module (clk,reset_F,reset_D,reset_E,reset_M,reset_W,pc_sel
					,en_F,en_D,instr,read_data,pc_out,write_en
					,write_data,alu_result);
input clk,reset_F,reset_D,reset_E,reset_M,reset_W,pc_sel,en_F,en_D;
input [31:0] instr,read_data;
output [31:0] pc_out,write_data,alu_result;
output write_en;
wire alu_sel,reg_write,jalr_sel,bne_beq_sel,jump,branch,mem_write;
wire [1:0] result_sel,imm_sel;
wire [2:0] alu_control;
wire [31:0] instrD;
control_unit c1(.instr(instrD),
				.result_sel(result_sel),
				.mem_write(mem_write),
				.alu_sel(alu_sel),
				.imm_sel(imm_sel),
				.reg_write(reg_write),
				.alu_control(alu_control),
				.jalr_sel(jalr_sel),
				.bne_beq_sel(bne_beq_sel),
				.jump(jump),
				.branch(branch));
datapath d1(.instr(instr),
			.instrD(instrD),
			.read_data(read_data),
			.clk(clk),
			.reset_F(reset_F),
			.reset_D(reset_D),
			.reset_E(reset_E),
			.reset_M(reset_M),
			.reset_W(reset_W),
			.pc_sel(pc_sel),
			.en_F(en_F),
			.en_D(en_D),
			.reg_write(reg_write),
			.alu_sel(alu_sel),
			.alu_control(alu_control),
			.result_sel(result_sel),
			.imm_sel(imm_sel),
			.pc_out(pc_out),
			.alu_result_out(alu_result),
			.write_dataM(write_data),
			.jalr_sel(jalr_sel),
			.bne_beq_sel(bne_beq_sel),
			.jump(jump),
			.branch(branch),
			.mem_write(mem_write),
			.mem_writeM(write_en));
endmodule
==> Slide: Implementation Results <==
Synthesis and Place & Route Summary

Status
  • Status: complete, no violations

Critical path
  • CP Cell Sequence: nor2b_1, nor2b_2, buf_4, nand2_2, inv_2, buf_4
  • Worst Path Max Fanout: 23
  • Largest stage delay, worst path: 840 ps
  • CP arrival: 5110 ps
  • Critical path required time: 9460 ps
  • Setup crit end kind: flop
  • CP dominant cell by count: buf_4
  • CP Class: flop to flop
  • Slowest CP cell: inv_2
  • Worst setup SP type: flop

Finish
  • Post-Layout Cell Count: 9984
  • Layout area overhead: 15.9%
  • Fillers: 13295
  • Share of layout cells above drive strength 1: 0.212

Floorplanning
  • Total die size: 0.170 mm²
  • # IOs: 170
  • Core area: roughly 0.17 mm²
  • Floorplan Utilization: 0.504
  • FP Rows: approximately 150
  • Die width: 413 µm
  • Chip height: between 400 and 500 µm

Power
  • Sequential share of power: 0.417
  • P_leak: 38.3 nW
  • Clock power share: 0.485
  • Worst ir drop on vdd: 0.000110 V
  • P_int: 6.39 mW
  • Sw power: 2.60 mW
  • Gate power share: 0.097
  • P per Cell Area: 92.0 mW/mm²
  • Net Sw Frac: 0.290

Place
  • RePlAce Congestion: 1.01
  • Detailed Place HPWL: roughly 210000 µm
  • Placed Cells: 8677
  • I/O Buffers: between 150 and 200

Timing
  • Final Skew: 47.6 ps
  • Worst Max-Slew Pin Slew: ~1200 ps
  • Hold Vio Cnt, Final: 0
  • Setup TNS Final: 0 ps
  • Final slew viol count: 0
  • RSZ-0062 raised after global routing: no
  • # setup viols final: 0
  • Slew margin rel.: 0.165

Yosys
  • Simple-gate share of the synthesized area: 0.116
  • Adder Share, Synth: 0.0157
  • Distinct lib cells used: 101
  • MUX share of area: 0.259
  • Yosys warns: 0
  • Mapped Area: 0.0844 mm²
  • Ys flops: 1500
  • Yosys stat cell total: ~6700
  • Area leader, netlist: edfxtp_1
  • XOR/XNOR Fraction of Synth Area: 0.0107
  • Mapped Cells: 6711
  • Cell area leaders: edfxtp_1 40%, mux4_2 22%, dfxtp_1 9.1%
  • Number of enable flip-flop cells: 1118
  • Comb area leader: multiplexers
  • Post-synth top cells: 1314 x nor2_1, 1118 x edfxtp_1, 821 x mux4_2
  • Commonest flop: edfxtp_1
  • Top area contributor share: 0.398
  • Ao+oa area frac: 0.0701
  • Yosys stat chip area: 0.0844 mm²
  • Yosys top cell by instances: nor2_1
  • Sequential fraction of the synthesis area: 0.488
  • Async SR Flop Fraction: 0
  • Synthesized area per cell: 12.6 µm²

Clock tree
  • Late-Pin Clk Latency: 820 ps
  • CTS H-tree depth: 4
  • CTS clk-pin slew, worst paths: 60 ps
  • Clock Tree Buf Depth: 3
  • Post-CTS setup buffer count: 0
  • CTS tree: built
  • Root Driver: clkbuf_16
  • Post-CTS Resized: 0
  • Clock Sinks: 1500
  • Num CTS Buffers: ~170
  • Hold Buf Count CTS: 0

Route
  • DR WL/cell: 33.8 µm
  • Drc violations: 0
  • Via count: between 60000 and 70000
  • Pre-Repair DR Iteration Count: 7
  • Via-to-Cell Ratio: 6.46
  • Final ANT Viol Nets: 0
  • Drt initial violations: between 5000 and 6000
  • Routed WL: roughly 340000 µm

Hold path
  • HP Class: flop to flop

Run
  • Tool warning count: 1055
  • Max_cap viols: 0

GRT
  • Largest net degree at the start of global routing: 71
  • GRT overflow: 0
  • Global-route usage over all layers: 0.439
  • Initial antenna violation count: 20
  • First-pass GRT wire length: 474000 µm
  • Vias in the first global route: roughly 69000
==> per-stage QoR <==
step | power [mW] | area, µm² | worst slack [ps] | hold slack, ps | utilization
3_5_place_dp | 4.98 | 88400 | 4620 | 422 | 0.528
2_1_floorplan | 4.64 | 84400 | 4570 | 414 | -
6_report | 8.99 | 97800 | 4360 | 430 | 0.584
3_3_place_gp | 4.98 | 88400 | 4630 | 416 | 0.528
4_1_cts | 9.05 | 97800 | 4600 | 436 | 0.584
5_1_grt | 9.40 | 97800 | 4310 | 446 | 0.584
==> cell usage in the layout (no fill, tap or decap), types with 21 or more instances in the layout <==
cell / count
a211oi_1: 43
a21oi_1: 162
a221o_1: 24
a221oi_1: 25
a22o_1: 76
a22oi_1: 26
a31oi_1: 45
and2_1: 165
and3_1: 27
buf_4: 261
clkbuf_16: 178
clkdlybuf4s50_1: 166
clkinvlp_2: 26
dfxtp_1: 374
edfxtp_1: 1118
ha_1: 103
inv_1: 1138
inv_2: 35
mux2_2: 130
mux2i_1: 159
mux2i_2: 21
mux4_2: 821
nand2_1: 243
nand2_2: 27
nand3_1: 53
nor2_1: 1310
nor2b_1: 168
nor3_1: 98
o21a_1: 44
o21ai_0: 120
o31ai_1: 23
xnor2_1: 65
xor2_1: 38
==> routing by layer <==
metal / GRT usage / wire length (µm) / vias to the layer above
met5: 0.124 / 2800 / -
met4: 0.220 / 20200 / 87
met3: 0.348 / 62200 / 1150
met2: 0.599 / 150000 / 5032
met1: 0.489 / 102000 / 30984
li1: - / - / 27208
==> critical path: cells and delay by family, from the launching register on <==
kind	cells	cell delay (ps)
buffers and inverters	3	1930
AND/OR/NAND/NOR	3	1570
flip-flops	1	710
==> power by group through the flow <==
stage	sequential, mW	clock [mW]	combinational (mW)
CTS	3.75	4.44	0.854
global route	3.75	4.73	0.920
finish	3.75	4.37	0.875
==> cells by family (layout without fill, tap and decap cells) <==
group / count (synthesis) / in the layout
buffers and inverters: 829 / 1890
DFF: 1500 / 1500
adders and majority gates: 105 / 105
xor gates and xnor gates: 103 / 103
AOI/OAI and AO/OA: 826 / 826
other: 0 / 8
and+or+nand+nor: 2210 / 2210
muxes: 1138 / 1138
==> registers in the layout, indices dropped and copies added (netlist names) <==
signal,cells
d1.write_back.out,104
d1.memory.out,105
d1.featch.out,32
d1.reg_file1.mem,992
d1.excute.out,173
d1.decode.out,94
==> final timing paths <==
| check | cells past startpoint | start | slack (ps) | end |
|---|---|---|---|---|
| setup / recovery | 6 | d1.write_back.out[35] | 4360 | d1.reg_file1.mem[260] |
| hold / removal | 1 | d1.excute.out[22] | 430 | d1.memory.out[20] |
| setup reg to reg | 6 | d1.write_back.out[35] | 4360 | d1.reg_file1.mem[260] |
| hold reg to reg | 1 | d1.excute.out[22] | 430 | d1.memory.out[20] |
==> final cells by class <==
class | count | area, µm² | share of cell area
Antenna cell | 8 | 20.0 | 0.000205
Clock buffer | 203 | 4690 | 0.0479
Clock inverter | 1097 | 4710 | 0.0481
Inverter | 157 | 589 | 0.00603
Multi-Input combinational cell | 4382 | 40100 | 0.410
Sequential cell | 1500 | 41200 | 0.422
Tap cell | 2204 | 2760 | 0.0282
Timing Repair Buffer | 433 | 3730 | 0.0381
Power and IR drop assume default switching activity.
