--- /design/flow/config.mk ---
export PLATFORM = sky130hd
export DESIGN_NAME = ram
export DESIGN_NICKNAME = ram
export VERILOG_FILES = /design/flow/design.v
export SDC_FILE = /design/flow/constraint.sdc
export NUM_CORES = 4
export LEC_CHECK = 1
export CORE_UTILIZATION = 40
export SYNTH_HDL_FRONTEND = slang
--- /design/flow/constraint.sdc ---
current_design ram

set clk_period 43.2
set clk_io_pct 0.2

create_clock -name clk0 -period $clk_period [get_ports {clk}]

set non_clock_inputs [all_inputs -no_clocks]
set_input_delay [expr $clk_period * $clk_io_pct] -clock clk0 $non_clock_inputs
set_output_delay [expr $clk_period * $clk_io_pct] -clock clk0 [all_outputs]
--- /design/flow/design.v ---
module ram (address,data_in,data_out,clk,we);
parameter length = 256;
parameter width = 32;
input clk,we;
input [width-1:0]address;
input [width-1:0]data_in;
output [width-1:0]data_out;
reg [width-1:0] mem [length-1:0];
wire [$clog2(length)-1:0]trunc_add;
function [$clog2(length)-1:0] address_trunc;
input [width-1:0]add;
address_trunc = add;
endfunction
assign trunc_add = address_trunc (address);
assign data_out = mem [trunc_add];
always@(posedge clk)
begin
	if (we)
	begin
		mem [trunc_add] = data_in;
	end
	else
	begin
		mem [trunc_add] = mem [trunc_add];
	end
end
endmodule
--- /design/flow/run.sh ---
#!/bin/bash
# OpenROAD 26Q1-2900-gdf79404cd8, Yosys 0.63+post, stock flow scripts
make -C /OpenROAD-flow-scripts/flow DESIGN_CONFIG=/design/flow/config.mk WORK_HOME=/design/flow/orfs finish
==> out/qor.yml <==
detailed_routing:
  first_pass_iters: 8
  wl_per_cell_um: 35.1
  viasPerCell: 6.36
  first_iter_violations: 18500
  ant_nets: 0
  drt_wl_total_um: 1300000
  vias: 236000
  drcViolationCount: 0
cts:
  numClockSinks: 8192
  cts_tree: "done"
  clockRootBuffer: "clkbuf_16"
  holdBufCountCts: 0
  clk_pin_slew_ns: 0.06
  cts_resized: 0
  insertion_delay_ns: 1.17
  htree_levels: 6
  cts_buffers: 824
  postCtsSetupRepairBufs: 0
  clock_path_buffers: 5
final_layout:
  fin_cells: 37100
  synthToLayoutAreaGrowth_pct: 9.92
  layout-drive-gt1-share: 0.166
  logic_area_sq_um: 105000
  fillers: 79000
  largest_reg_flops: 8192
  final_util: 0.441
  post-route-cell-area_sq_um: 403000
  seq_area_sq_um: 246000
sta:
  setup_slack_ns: 17.23
  fin_hold_ws_ns: 1.35
  timing.fmax_ghz: 0.0385
  finalClockPeriodUsage: 0.601
  setup_tns_ns: 0
  period_minus_slack_ns: 25.97
  hold_viol_final: 0
  tightest_slew_ns: 1.32
  clock_skew_ns: 0.0871
  slew_violations: 0
  rsz0062_at_grt: "no"
  max_slew_margin: 0.113
  setup_viol: 0
critical_path:
  ff2ff_setup_slack_ns: 37.43
  worstSetupStartpoint: "address[1]"
  critPathMaxStageDelay_ns: 0.71
  required_ns: 34.56
  crit_slowest_cell: "buf_4"
  crit_type: "primary input to output pin"
  crit_path_end_kind: "output pin"
  cp-endpoint: "data_out[31]"
  r2r-start: "mem[2811]"
  cp-start-kind: "primary input"
  critPathMostFrequentCell: "buf_4"
  path_max_fanout: 76
  crit_chain: "buf_16, buf_12, buf_4, buf_4, buf_4, buf_4, buf_4, buf_4, buf_4, mux2i_1, a22oi_1, nand3_1, a41oi_1, buf_4, nor4_2, buf_4, a22oi_1, buf_4, clkdlybuf4s50_1"
  arrival_ns: 17.33
  r2r-end: "mem[2907]"
  rr_worst_depth: 9
die:
  dieArea_sq_um: 920000
  num_io_pins: 98
  die_y_um: 959
  core_sq_um: 913000
  rows: 351
  fp_util: 0.401
  die_w_um: 959
global_route:
  grt_use_total: 0.303
  grt_pass1_wl_um: 1820000
  grt_pass1_vias: 247000
  antenna_found_initial: 61
  grt_max_degree: 97
  grt_overflow_total: 0
yosys:
  numSynthFlops: 8192
  syn_avg_cell_area_sq_um: 14.4
  ys_cells: 25400
  async_flop_share: 0
  yosys-stat-area_sq_um: 367000
  common_cells: "8,318 x a21oi_1, 8,192 x edfxtp_1, 2,073 x clkbuf_1, 1,532 x mux4_2, 1,032 x mux2i_1"
  ys_warn_count: 0
  synthTopCellsByArea: "edfxtp_1 67%, a21oi_1 11%, mux4_2 9.4%"
  most_common_cell: "a21oi_1"
  synth_cell_type_count: 39
  netlist_instances: 25400
  synth_top_area_share: 0.671
  ys.flop_type: "edfxtp_1"
  syn_area_sq_um: 367000
  yosys.area.top_type: "edfxtp_1"
  ys_seq_share: 0.671
  edf_count: 8192
place:
  portBuffers: 73
  dp_slack_ns: 17.16
  dp.cells: 35600
  dpl_cell_area_sq_um: 379000
  gp_congestion: 0.941
  hpwlAfterDp_um: 788000
job:
  cap_viol_max_count: 0
  warnings: 50
pwr:
  finalPower_mw: 16.5
  power_density_nw_per_um2: 41.0
  total_leakage_power_nw: 113
  ir_drop_v: 0.0000327
hold_path:
  hold_path.class: "register to register"
outcome:
  outcome: "complete, no violations"
[final cells by class]
type	instances	area share
Antenna cell	42	0.000261
Clock buffer	1067	0.0538
Clock inverter	374	0.00589
Inverter	256	0.00238
Multi-Input combinational cell	13500	0.261
Sequential cell	8192	0.610
Tap cell	12200	0.0378
Timing Repair Buffer	1487	0.0289
[kinds of logic (layout without fill, tap and decap cells)]
family,count (synthesis),in the layout,synth area share
AOI/OAI and AO/OA,9695,9695,0.142
DFF,8192,8192,0.671
other,0,42,0
and+or+nand+nor,1234,1234,0.0177
buffers and inverters,3727,3184,0.0465
muxes,2565,2565,0.122
[cell usage in the layout (no fill, tap or decap), types with 4 or more instances in the layout]
master and count:
edfxtp_1 8192, nor2_1 38, diode_2 42, bufinv_16 23, inv_1 256, clkbuf_1 236
clkinvlp_4 7, nor2b_4 9, and3_1 384, clkinv_2 103, a31oi_1 253, a41oi_1 125
nand4_1 128, mux4_2 1532, inv_6 11, inv_16 4, nand2_1 265, clkdlybuf4s50_1 65
nor3_2 11, buf_4 1395, nor4_2 33, nand3_1 257, clkinv_1 217, nor2_4 15
clkbuf_16 831, o41ai_2 20, nand2b_1 8, buf_12 21, mux2i_1 1032, nand2_4 32
clkinv_8 6, nor3_1 32, o41ai_4 44, a21oi_1 8318, a22oi_1 925
[worst min-delay path by stage]
stage	slack (ns)	startpoint	cells after the start	endpoint
4_1_cts	1.34	mem[4737]	6	mem[5089]
5_1_grt	1.41	mem[4737]	6	mem[4769]
6_report	1.35	mem[4737]	6	mem[4737]
[critical path, delay by kind of cell]
| family | cells | cell delay, ns |
|---|---|---|
| muxes | 1 | 0.28 |
| AOI/OAI and AO/OA | 3 | 0.41 |
| and+or+nand+nor | 2 | 0.94 |
| buffers and inverters | 13 | 6.65 |
[metal layers]
layer,vias up,routed length [um],global-route usage
li1,97900,-,-
met1,118000,384000,0.325
met2,17100,555000,0.405
met3,3053,264000,0.266
met4,177,91700,0.160
met5,-,7420,0.0575
[power by group]
group	internal (mW)	total, mW	switching, mW
Combinational	0.255	1.19	0.939
Sequential	8.64	8.64	0.00511
Clock	3.65	6.69	3.04
Total	12.5	16.5	3.98
Power and IR drop assume default switching activity.
